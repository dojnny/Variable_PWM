==> /design/flow/config.mk <==
export PLATFORM = sky130hd
export DESIGN_NAME = Pwm_In
export DESIGN_NICKNAME = Pwm_In
export VERILOG_FILES = /design/flow/design.v
export SDC_FILE = /design/flow/constraint.sdc
export NUM_CORES = 4
export LEC_CHECK = 1
export CORE_UTILIZATION = 30
==> /design/flow/constraint.sdc <==
current_design Pwm_In

set clk_period 4.0
set clk_io_pct 0.2

create_clock -name clk0 -period $clk_period [get_ports {clk}]

set non_clock_inputs [all_inputs -no_clocks]
set_input_delay [expr $clk_period * $clk_io_pct] -clock clk0 $non_clock_inputs
set_output_delay [expr $clk_period * $clk_io_pct] -clock clk0 [all_outputs]
==> /design/flow/design.v <==
module Pwm_In
    #(parameter R = 8, TimerBits = 15)(
    input clk,
    input reset_n,
    input [R:0] duty,  
    input [TimerBits - 1:0] Final_Value,  
    input ready,  
    output reg done,  
    output pwm_out
    );
    reg [R:0] duty_reg;
    reg [R - 1:0] Q_Next, Q_Reg;
    reg D_Reg;
    reg D_Next;
    wire step;
    always @(posedge clk or negedge reset_n)
    begin
        if (!reset_n)
        begin
            Q_Reg <= {R{1'b1}};
            D_Reg <= 1'b0;
            duty_reg <= 'b0;
            done <= 1'b0;
        end
        else
        begin
            if (step)
            begin
                Q_Reg <= Q_Next;
                D_Reg <= D_Next;
            end
            if ((Q_Next == 0) && step && ready)  
            begin
                duty_reg <= duty;  
                done <= 1'b1;  
            end
            else
            begin
                done <= 1'b0;  
            end
        end
    end
    always @*
    begin
        Q_Next = Q_Reg + 1;
        D_Next = (Q_Reg < duty_reg);
    end
    assign pwm_out = D_Reg;
    Timer_In #(.Bits(TimerBits)) timer0 (
        .clk(clk),
        .reset_n(reset_n),
        .enable(1'b1),
        .Final_Value(Final_Value),
        .done(step)
    );
endmodule
module Timer_In
    #(parameter Bits = 4)(
    input clk,
    input reset_n, 
    input enable,
    input [Bits - 1:0] Final_Value,
    output done
    );
    reg [Bits - 1:0] Q_Reg, Q_Next;
    always @(posedge clk, negedge reset_n)
    begin
        if (~reset_n)
            Q_Reg <= 'b0;
        else if (enable)
            Q_Reg <= Q_Next;
        else
            Q_Reg <= Q_Reg;
    end
    assign done = Q_Reg == Final_Value;
    always @(*)
        Q_Next = done? 'b0: Q_Reg + 1;
endmodule
==> /design/flow/run.sh <==
#!/bin/bash
# OpenROAD 26Q1-2900-gdf79404cd8, Yosys 0.63+post, stock flow scripts
make -C /OpenROAD-flow-scripts/flow DESIGN_CONFIG=/design/flow/config.mk WORK_HOME=/design/flow/orfs finish
==> ci_impl_report.md <==
### Yosys + OpenROAD results

| Metric | Value |
|---|---|
| Status | completed |
| Reg2reg setup slack | ~1.6 ns |
| Worst slew pin tran | between 0.7 and 0.8 ns |
| Critical Path, Cell by Cell | clkdlybuf4s50_1 -> xnor2_1 -> nand4_1 -> nor4_4 -> o2111ai_4 -> mux2_2 |
| Sequential Area | approximately 860 um2 |
| Worst Path Arrival | ~3 ns |
| First-pass GRT wire length | roughly 6.0 mm |
| Final period util | 71.7% |
| Required @ worst endpoint | 4.17 ns |
| Core Rows | 28 |
| Insertion Delay late pin | 0.28 ns |
| Yosys cell types | 30 |
| Pin count of the biggest net entering global routing | 35 |
| Count of library flops with an enable pin | 0 |
| Max FFs per register | 15 |
| CTS tree | built |
| Clock-pin slew on the worst setup and hold paths | 0.07 ns |
| Fillers | 591 |
| Synth Flop Type | dfrtp_1 |
| All-Layer GR Usage | 12.0% |
| Die area | 0.00652 mm2 |
| Final Hold Fails | 0 |
| Hold Crit Class | reg -> reg |
| Peak VDD IR | 0.156 mV |
| Psw | approximately 0.19 mW |
| Reg-to-reg endpoint | duty_reg[0] |
| Post-CTS setup buffer count | 0 |
| Drt drc | 0 |
| Place WS | 0.774 ns |
| Power Dens Cells | 326 mW/mm2 |
| Num CTS Buffers | 5 |
| Relative slew slack | 48.8% |
| Chip area estimate from yosys synthesis | 0.00186 mm2 |
| Dominant cell area share | 34.9% |
| Most common logic cells in the final layout | xnor2_1, clkdlybuf4s50_1, dfrtp_1, nor2_1 |
| # IOs | 29 |
| Final Setup Violations | 0 |
| Post_cts resized | 0 |
| Root buffer cell | clkbuf_8 |
| WP depth | 6 |
| Post-synth top area cell | dfrtp_1 |
| Synthesized area per cell | between 10 and 15 um2 |
| # clock sinks | 34 |
| Hold slack | 0.508 ns |
| Slowest CP cell | nor4_4 |
| Vias | 1283 |
| Hold path start | duty_reg[5] |
| Seq/Total Area, Yosys | a little under half |
| Logic pwr share | 13.0% |
| Hold_buf cts | 0 |
| Crit path kind | in -> reg |
| Crit path launch type | input port |
| Drt initial violations | around 69 |
| Drt pass-1 iters | 2 |
| F_max | 0.349 GHz |
| Layout cells sized above 1 | 13.7% |
| Crit path to | duty_reg[0] |
| Max-cap violations | 0 |
| Async set-reset flop share out of synthesis | 100% |
| Synth warn | 2 |
| Logic area | 947 um2 |
| Mapped Area | around 0.0019 mm2 |
| Die W | roughly 80 um |
| Clock Skew | about 0.0087 ns |
| Cell internal pwr | approximately 0.57 mW |
| Die Ht | 80.8 um |
| Slowest stage delay, CP | between 0.7 and 0.8 ns |
| Registers, synthesis | 34 |
| Cell count after synthesis | 171 |
| Initial antenna violation count | 0 |
| Sw Ratio | 25.0% |
| Crit path buf inv count | 1 |
| CTS Buffer Depth | 2 |
| WL/cell | 11.8 um |
| Unrepaired setup endpoints after global routing | false |
| Core Density at Floorplan | 31.3% |
| Reg2reg start | timer0.Q_Reg[7] |
| Number of cells in Yosys stat | 171 |
| Final Total Pwr | 0.759 mW |
| Slew Viols, Final | 0 |
| Log Warnings | 25 |
| Routed WL | 3.32 mm |
| Largest delay share family, worst path | simple AND/OR/NAND/NOR gates |
| Setup crit start | Final_Value[7] |
| Crit path time final | 2.87 ns |
| HPWL after detailed placement | 2.44 mm |
| Worst setup margin | 1.13 ns |
| Antenna cell count | 0 |
| I/O Buffers | 28 |
| Reg power frac | 53.0% |
| CP endpoint kind | flop |
| Detail Route Antenna Nets | 0 |
| Area grow syn2layout | 24.9% |
| Vias per cell | about 4.6 |
| Total core area | 0.00596 mm2 |
| LEAKAGE | 0.996 nW |
| Gr ovfl total | 0 |
| Largest cells by area after synthesis | dfrtp_1, xnor2_1, dfstp_2 |
| Part of the power in the clock network | 34.0% |
| Number of global-route vias before repair | 1306 |
| Worst Reg2Reg Path Length in Cells | 5 |
| Setup TNS | 0 ns |
| Global placement routability congestion | between 0.7 and 0.8 |
| CP max FO | 14 |
| Number of H-tree levels | 2 |
-- per-layer routing --
| metal | up-vias | routed length [um] | global-route usage, % |
|---|---|---|---|
| met4 | 0 | 61 | 1.43 |
| met1 | 612 | 1670 | 19.4 |
| li1 | 655 | - | - |
| met3 | 5 | 88 | 2.17 |
| met2 | 11 | 1500 | 17.9 |
| met5 | - | 0 | 0 |
-- worst min path at each step --
| stage | endpoint | depth (start not counted) | slack, ns |
|---|---|---|---|
| after global routing | duty_reg[7] | 1 | 0.53 |
| after CTS | duty_reg[5] | 1 | 0.51 |
| final | duty_reg[5] | 1 | 0.51 |
-- Yosys cell counts, types with 4 or more instances --
cell type and number:
xnor2_1 28, dfrtp_1 26, nor2_1 15, and3_1 11, nand4_1 11, inv_1 10
mux2_2 10, ha_1 9, dfstp_2 8, xor2_1 7, nand2_1 6, o21ai_0 4
-- power groups by stage --
| stage | combinational [mW] | sequential, mW | clock, mW |
|---|---|---|---|
| final | 0.0985 | 0.402 | 0.258 |
| after CTS | 0.100 | 0.402 | 0.269 |
| after global routing | 0.111 | 0.408 | 0.282 |
-- through the flow --
stage          instances  area (um2)  utilization (%)
6_report             280        2320             39.0
5_1_grt              280        2320             39.0
4_1_cts              280        2320             39.0
3_5_place_dp         272        2230             37.5
3_3_place_gp         272        2230             37.5
2_1_floorplan        171        1860                -
-- cell families (layout without fill, tap and decap cells) --
logic type,count (synthesis),count (layout),synth area share (%)
compound gates,14,14,5.91
xor+xnor,35,35,16.5
fa+ha+maj,9,9,6.05
flops,34,34,46.2
buf+inv,14,48,2.89
simple gates,55,55,16.4
mux,10,10,6.05
-- area by class of cell --
class | count | share of cell area [%]
flip-flops and latches | 34 | 37.0
well taps | 75 | 4.04
inverters | 10 | 1.61
repair buffers | 30 | 12.7
multi-input cells | 123 | 40.7
clock buffers | 8 | 3.88
Power figures rest on the tool's default switching activity, not on a simulated workload.
