==> design.v <==
`timescale 1ns / 1ps
module spi_master #(
  parameter CPOL         = 1'b0,           
  parameter CPHA         = 1'b0,           
  parameter WIDTH        = 8,              
  parameter LSB          = 1'b0,           
  parameter BAUD_RATE    = 8               
) (
  input                  i_clk,            
  input                  i_rst,            
  input                  i_miso,           
  output reg             o_sck,            
  output reg             o_mosi,           
  output reg             o_ss_n,           
  input                  i_reset,          
  input                  i_ss_n_en,        
  input                  i_tx_data_valid,  
  input      [WIDTH-1:0] i_tx_data,        
  output reg             o_tx_int,         
  output reg [WIDTH-1:0] o_rx_data,        
  output reg             o_rx_int          
);
  reg             [WIDTH-1:0] r_shift_miso;
  reg             [WIDTH-1:0] r_shift_mosi;
  reg     [$clog2(WIDTH)-1:0] r_rx_counter;
  reg [$clog2(BAUD_RATE)-1:0] r_baud_counter;
  reg                         r_tx_valid;
  reg                   [3:0] r_ss_n_state;
  always @(posedge i_clk) begin
    if (i_rst) begin
      r_ss_n_state <= 'h0;
      o_ss_n       <= 1'b1;
    end else if (i_reset) begin
      r_ss_n_state <= 'h0;
      o_ss_n       <= 1'b1;
    end else begin
      o_ss_n          <= ~i_ss_n_en;
      r_ss_n_state[0] <= i_ss_n_en;
      r_ss_n_state[1] <= r_ss_n_state[0];
      r_ss_n_state[2] <= r_ss_n_state[1];
      r_ss_n_state[3] <= r_ss_n_state[2];
    end
  end
  always @(posedge i_clk) begin
    if (i_rst) begin
      o_sck          <= CPOL;
      r_baud_counter <= 0;
    end else if (i_reset) begin
      o_sck          <= CPOL;
      r_baud_counter <= 0;
    end else if (r_ss_n_state != 4'b1111) begin
      o_sck          <= CPOL;
      r_baud_counter <= 0;
    end else begin 
      r_baud_counter <= r_baud_counter + 1;
      if (r_baud_counter == BAUD_RATE / 2)
        o_sck <= ~o_sck;
      else if (r_baud_counter == 0)
        o_sck <= ~o_sck;
    end
  end
  always @(posedge i_clk) begin
    if (i_rst) begin
      o_rx_int     <= 1'b0;
      o_rx_data    <= 'h0;
      r_rx_counter <= 0;
      r_shift_miso <= 0;
    end else if (i_reset) begin
      o_rx_int     <= 1'b0;
      o_rx_data    <= 'h0;
      r_rx_counter <= 0;
      r_shift_miso <= 0;
    end else if (r_ss_n_state != 4'b1111) begin
      o_rx_int     <= 1'b0;
      r_rx_counter <= 0;
      r_shift_miso <= 0;
    end else begin
      if (CPHA) begin
        if (r_baud_counter == BAUD_RATE / 2) begin
          r_shift_miso <= {r_shift_miso[WIDTH-2:0], i_miso};
          if (r_rx_counter == WIDTH-1) begin
            o_rx_data    <= {r_shift_miso[WIDTH-2:0], i_miso};
            r_rx_counter <= 0;
            o_rx_int     <= 1'b1;
          end else begin
            r_rx_counter <= r_rx_counter + 1;
            o_rx_int     <= 1'b0;
          end
        end
      end else begin
        if (r_baud_counter == 0) begin
          r_shift_miso <= {r_shift_miso[WIDTH-2:0], i_miso};
          if (r_rx_counter == WIDTH-1) begin
            o_rx_data    <= {r_shift_miso[WIDTH-2:0], i_miso};
            o_rx_int     <= 1'b1;
            r_rx_counter <= 0;
          end else begin
            r_rx_counter <= r_rx_counter + 1;
            o_rx_int     <= 1'b0;
          end
        end
      end
    end
  end
  always @(posedge i_clk) begin
    if (i_rst)
      r_tx_valid <= 0;
    else if (i_reset)
      r_tx_valid <= 0;
    else
      r_tx_valid <= i_tx_data_valid;
  end
  always @(posedge i_clk) begin
    if (i_rst) begin
      o_tx_int     <= 1'b0;
      o_mosi       <= 1'b0;
      r_shift_mosi <= 0;
    end else if (i_reset) begin
      o_tx_int     <= 1'b0;
      o_mosi       <= 1'b0;
      r_shift_mosi <= 0;
    end else if (o_ss_n) begin
      o_tx_int     <= 1'b0;
      o_mosi       <= 1'b0;
      r_shift_mosi <= 0;
    end else if (r_ss_n_state == 4'b0011) begin
      if (r_tx_valid) begin
        o_tx_int     <= 1'b1;
        r_shift_mosi <= i_tx_data;
        if (LSB) begin
          o_mosi <= i_tx_data[0];
        end else begin
          o_mosi <= i_tx_data[WIDTH-1];
        end
      end
    end else if (r_ss_n_state == 4'b1111) begin
      if (CPHA) begin
        if (r_baud_counter == 0) begin
          if ({o_tx_int, o_rx_int} == 2'b01) begin
            if (r_tx_valid) begin
              o_tx_int     <= 1'b1;
              r_shift_mosi <= i_tx_data;
              if (LSB) begin
                o_mosi <= i_tx_data[0];
              end else begin
                o_mosi <= i_tx_data[WIDTH-1];
              end
            end else begin
              o_tx_int <= 1'b0;
              if (LSB) begin
                o_mosi <= r_shift_mosi[r_rx_counter];
              end else begin
                o_mosi <= r_shift_mosi[(WIDTH-1) - r_rx_counter];
              end
            end
          end else begin
            o_tx_int <= 1'b0;
            if (LSB) begin
              o_mosi <= r_shift_mosi[r_rx_counter];
            end else begin
              o_mosi <= r_shift_mosi[(WIDTH-1) - r_rx_counter];
            end
          end
        end
      end else begin
        if (r_baud_counter == BAUD_RATE / 2) begin
          if ({o_tx_int, o_rx_int} == 2'b01) begin
            if (r_tx_valid) begin
              o_tx_int     <= 1'b1;
              r_shift_mosi <= i_tx_data;
              if (LSB) begin
                o_mosi <= i_tx_data[0];
              end else begin
                o_mosi <= i_tx_data[WIDTH-1];
              end
            end else begin
              o_tx_int <= 1'b0;
              if (LSB) begin
                o_mosi <= r_shift_mosi[r_rx_counter];
              end else begin
                o_mosi <= r_shift_mosi[(WIDTH-1) - r_rx_counter];
              end
            end
          end else begin
            o_tx_int <= 1'b0;
            if (LSB) begin
              o_mosi <= r_shift_mosi[r_rx_counter];
            end else begin
              o_mosi <= r_shift_mosi[(WIDTH-1) - r_rx_counter];
            end
          end
        end
      end
    end
  end
endmodule
==> run.sh <==
#!/bin/bash
# OpenROAD 26Q1-2900-gdf79404cd8, Yosys 0.63+post, stock flow scripts
make -C /OpenROAD-flow-scripts/flow DESIGN_CONFIG=/design/flow/config.mk WORK_HOME=/design/flow/orfs finish
==> config.mk <==
export PLATFORM = sky130hd
export DESIGN_NAME = spi_master
export DESIGN_NICKNAME = spi_master
export VERILOG_FILES = /design/flow/design.v
export SDC_FILE = /design/flow/constraint.sdc
export NUM_CORES = 4
export LEC_CHECK = 1
export CORE_AREA = 10 10 102 102
export DIE_AREA = 0 0 112 112
==> constraint.sdc <==
current_design spi_master

set clk_period 3.3
set clk_io_pct 0.2

create_clock -name clk0 -period $clk_period [get_ports {i_clk}]

set non_clock_inputs [all_inputs -no_clocks]
set_input_delay [expr $clk_period * $clk_io_pct] -clock clk0 $non_clock_inputs
set_output_delay [expr $clk_period * $clk_io_pct] -clock clk0 [all_outputs]
==> ci_impl_report.md <==
## PnR job results

| Metric | Value |
|---|---|
| Total Routing Usage GR | 0.04975 |
| Synth Warn # | 1 |
| Yosys chip area | 0.001577 mm2 |
| Met1 WL | 1697 um |
| Setup-failing EPs final | 0 |
| Core area | 0.008217 mm2 |
| Placed cells | 289 |
| Max Buffers Root-to-Sink | 2 |
| Pwr dens | 419.7 mW/mm2 |
| Routed wl met3 | 180 um |
| Max Clock Freq | 522.3 MHz |
| Top sig layer | met4 |
| Logic area | 734.5 um2 |
| P_leak | 0.0008290 uW |
| CTS root buffer | clkbuf_8 |
| Ant diodes | 0 |
| Number of core rows | 33 |
| Clock-pin slew on the worst setup and hold paths | 0.08 ns |
| Final slew viol count | 0 |
| Post-synthesis instance area | 0.001577 mm2 |
| Fin crit period | 1.915 ns |
| FF+latch area | between 700 and 800 um2 |
| Tool warnings | 26 |
| Filler cell count | between 800 and 900 |
| # hold bufs at CTS | 0 |
| CP arrival | 1.25 ns |
| DR iter-0 viols | 46 |
| RSZ-0062 raised after global routing | no |
| Final WL | roughly 3200 um |
| Reg2Reg Launch Point | r_baud_counter[0]$_SDFF_PP0_ |
| Detailed-router iteration count before antenna repair | 4 |
| Hold wc startpoint | r_ss_n_state[1]$_SDFF_PP0_ |
| Area delta synth->final | 28.73% |
| Die Size | between 0.01 and 0.015 mm2 |
| Remaining antenna violation count after routing | 0 |
| Cell count after synthesis | 164 |
| Actual slew at the worst max-slew pin | 0.4894 ns |
| Port bufs | 26 |
| CP startpoint | o_ss_n$_SDFF_PP1_ |
| Slew headroom | 0.6737 |
| Worst-path maximum fanout | 2 |
| CP delay by family, top | buffers and inverters |
| Io pins | 27 |
| Min-delay worst type | reg -> reg |
| TritonCTS clock tree | done |
| CP max stage cell | clkdlybuf4s50_1 |
| Max-Cap Viols | 0 |
| Die W | 112 um |
| Total chip power | 851.9 uW |
| Yosys cell count | between 150 and 200 |
| Residual DRC | 0 |
| Vias per cell | between 3 and 4 |
| Setup TNS | 0 ns |
| Via Count | 1147 |
| Post-CTS Repair Setup Buffers | 0 |
| Flip-flop and latch count after synthesis | 39 |
| Avg Cell Area, Syn | between 9 and 10 um2 |
| Cell Chain, Critical Path | clkdlybuf4s50_1 |
| Worst Skew | 0.009581 ns |
| Initial antenna violation count | 0 |
| Outcome | complete, no violations |
| Ratio of cells with drive above 1 in the final layout | 0.06771 |
| Fin cells | slightly below 300 |
| First-pass GRT wire length | ~5300 um |
| Routed wire length per instance | 10.79 um |
| Die y size | 112 um |
| Worst path bufs/invs | 1 |
| Resized Gates After CTS | 0 |
| Pin count of the biggest net entering global routing | 19 |
| CTS H-tree depth | 2 |
| Crit share post-route | 0.5802 |
| Max VDD drop | 0.1678 mV |
| Utilization after layout | 0.2470 |
| WS Path Type | reg -> out |
| Sequential share of the synthesized area | 0.4952 |
| CP startpoint kind | register |
| Critical Path RT | 2.64 ns |
| GR Overflow Total | 0 |
| Clock net sink count | 39 |
| Cts bufs inserted | 5 |
| Clock latency (worst-skew pair) | 0.29 ns |
| Worst setup EP type | output pin |
| Yosys cell types | 32 |
| Max incr delay on CP | 0.52 ns |
| Placer Congestion | 0.7330 |
| Vias in the first global route | 1062 |
| Metal2 WL | 1296 um |
| Final hold violation count | 0 |
| DP Wirelength | 2357 um |
| Pre-Place Util | 0.1919 |
| Hold slack | 0.4581 ns |
==> per-stage QoR <==
stage                     cell area [um2]  setup WS (ns)
after CTS                            2029          1.348
after detailed placement             1926          1.155
after floorplan                      1577          1.783
after global placement               1926          1.183
after global routing                 2029          1.299
final                                2029          1.385
==> state kept, by name (all words and copies together), names as in the netlist, 3 cells and up <==
| signal | flops |
|---|---|
| r_shift_mosi | 8 |
| r_shift_miso | 7 |
| o_rx_data | 8 |
| r_rx_counter | 3 |
| r_baud_counter | 3 |
| r_ss_n_state | 4 |
==> final cells by class <==
| cell class | count | area share |
|---|---|---|
| flip-flops and latches | 39 | 0.3847 |
| multi-input cells | 115 | 0.3619 |
| repair buffers | 27 | 0.1319 |
| well taps | 105 | 0.06473 |
| clock buffers | 7 | 0.04747 |
| inverters | 3 | 0.005549 |
| clock inverters | 1 | 0.003699 |
==> per-layer routing <==
| metal | global-route usage | vias up |
|---|---|---|
| met5 | 0 | - |
| met4 | 0.006768 | 0 |
| met3 | 0.02172 | 4 |
| met2 | 0.07032 | 24 |
| met1 | 0.07025 | 513 |
| li1 | - | 606 |
==> power by group <==
group          switching, uW  leakage [uW]  internal [uW]
registers               1.95      0.000315            472
logic                   8.01      0.000464           16.2
clock network            164     0.0000505            190
total                    174      0.000829            678
==> cells in the final DEF (no fill, tap or decap), types with 2 or more instances in the layout <==
cell,instances
a21oi_1,12
and2_1,4
and3_1,2
clkbuf_8,7
clkdlybuf4s50_1,26
dfxtp_1,39
ha_1,4
inv_1,3
mux2i_1,18
nand2_1,38
nand2b_1,2
nand3_1,2
nand3b_1,2
nor2_1,13
nor2b_1,2
xnor2_1,2
==> cell families after synthesis <==
group	share of synthesized area
buffers and inverters	0.03888
AND-OR/OR-AND	0.06826
multiplexers	0.1310
adder cells (fa/ha/maj)	0.03175
flip-flops	0.4952
XOR/XNOR	0.01111
AND/OR/NAND/NOR	0.2238
==> worst paths after layout <==
| check | end | slack [ns] | depth (start not counted) |
|---|---|---|---|
| worst max-delay path | o_ss_n | 1.39 | 1 |
| worst max register to register | o_rx_data[5]$_SDFFE_PP0P_ | 1.62 | 7 |
| worst min-delay path | r_ss_n_state[2]$_SDFF_PP0_ | 0.46 | 1 |
| worst min register to register | r_ss_n_state[2]$_SDFF_PP0_ | 0.46 | 1 |
==> Yosys cell counts <==
| cell | number | area share |
|---|---|---|
| a31oi_1 | 1 | 0.0040 |
| nand3_1 | 2 | 0.0063 |
| mux2i_1 | 18 | 0.11 |
| a32o_1 | 1 | 0.0063 |
| a41o_1 | 1 | 0.0063 |
| nor2_1 | 13 | 0.031 |
| mux4_1 | 1 | 0.017 |
| o21ai_0 | 1 | 0.0032 |
| inv_1 | 3 | 0.0071 |
| nand2_1 | 38 | 0.090 |
| dfxtp_1 | 39 | 0.50 |
| a21oi_1 | 12 | 0.038 |
| and4_1 | 1 | 0.0056 |
| ha_1 | 4 | 0.032 |
| buf_4 | 1 | 0.0048 |
| clkbuf_2 | 1 | 0.0032 |
| nand3b_1 | 2 | 0.0095 |
| and4bb_2 | 1 | 0.0079 |
| o2111ai_1 | 1 | 0.0056 |
| nor2_8 | 1 | 0.013 |
| buf_2 | 3 | 0.0095 |
| nand2_4 | 1 | 0.0071 |
| nand3_2 | 1 | 0.0063 |
| nor3_1 | 1 | 0.0032 |
| nor2b_1 | 2 | 0.0079 |
| or2_1 | 1 | 0.0040 |
| and2_1 | 4 | 0.016 |
| nand2b_1 | 2 | 0.0079 |
| xnor2_1 | 2 | 0.011 |
| a21boi_1 | 1 | 0.0048 |
| and3_1 | 2 | 0.0079 |
| buf_6 | 2 | 0.014 |
No activity file was given, so power comes from the tool's default toggle rates.
