**flow/constraint.sdc**
```tcl
current_design sync_fifo

set clk_period 3.0
set clk_io_pct 0.2

create_clock -name clk0 -period $clk_period [get_ports {i_clk}]

set non_clock_inputs [all_inputs -no_clocks]
set_input_delay [expr $clk_period * $clk_io_pct] -clock clk0 $non_clock_inputs
set_output_delay [expr $clk_period * $clk_io_pct] -clock clk0 [all_outputs]
```
**flow/config.mk**
```make
export PLATFORM = sky130hd
export DESIGN_NAME = sync_fifo
export DESIGN_NICKNAME = sync_fifo
export VERILOG_FILES = /design/flow/design.v
export SDC_FILE = /design/flow/constraint.sdc
export NUM_CORES = 4
export LEC_CHECK = 1
export CORE_UTILIZATION = 40
```
**flow/design.v**
```verilog
`timescale 1ns/1ps
module sync_fifo #(
  parameter WIDTH = 8,  
  parameter DEPTH = 8   
) (
  input                  i_clk,        
  input                  i_rst,        
  input      [WIDTH-1:0] i_fifo,       
  input                  i_we,         
  input                  i_re,         
  output reg [WIDTH-1:0] o_fifo,       
  output                 o_fifo_full,  
  output                 o_fifo_empty  
);
  reg [WIDTH-1:0] r_fifo [DEPTH-1:0];
  reg [$clog2(DEPTH)-1:0] r_write_pointer;
  reg [$clog2(DEPTH)-1:0] r_read_pointer;
  reg   [$clog2(DEPTH):0] r_count;
  always @(posedge i_clk) begin
    if (i_rst) begin
      r_count <= 'h0;
    end else begin
      case ({i_we, i_re})
        2'b00:   r_count <= r_count;
        2'b01:   r_count <= r_count - 1;
        2'b10:   r_count <= r_count + 1;
        2'b11:   r_count <= r_count;
        default: r_count <= r_count;
      endcase
    end
  end
  always @(posedge i_clk) begin
    if (i_rst) begin
      r_write_pointer <= 'h0;
    end else begin
      if (i_we) begin
        r_fifo[r_write_pointer] <= i_fifo;
        r_write_pointer         <= r_write_pointer + 1;
      end
    end
  end
  always @(posedge i_clk) begin
    if (i_rst) begin
      r_read_pointer <= 'h0;
    end else begin
      if (i_re) begin
        o_fifo         <= r_fifo[r_read_pointer];
        r_read_pointer <= r_read_pointer + 1;
      end
    end
  end
  assign o_fifo_full  = (r_count == DEPTH) ? 1'b1 : 1'b0;
  assign o_fifo_empty = (r_count == 0) ? 1'b1 : 1'b0;
endmodule
```
**flow/run.sh**
```bash
#!/bin/bash
# OpenROAD 26Q1-2900-gdf79404cd8, Yosys 0.63+post, stock flow scripts
make -C /OpenROAD-flow-scripts/flow DESIGN_CONFIG=/design/flow/config.mk WORK_HOME=/design/flow/orfs finish
```
==> deck_impl_summary.md <==
Synthesis and Place & Route Summary

Setup path
  • Worst EP required: 3.23 ns
  • Ordered cell list for the critical path: clkdlybuf4s50_1 -> inv_1 -> ha_1 -> inv_1 -> ha_1 -> a21oi_1 -> a211oi_1 -> a31oi_1 -> mux2_2
  • Max incr delay on CP: 0.55 ns
  • Arrival time of data at the critical path endpoint: 2.78 ns
  • Worst Setup Path Type: in2reg
  • Crit path buffers/inverters: 3
  • Launching element type of the critical path: input port
  • Crit-path max FO: 4
  • Highest-delay cell along the critical path: sky130_fd_sc_hd__clkdlybuf4s50_1
  • Category of cells accounting for the largest share of critical-path delay: buffers and inverters
  • Worst Setup End Kind: register
  • Slack of the worst reg-to-reg path: 0.94 ns

Yosys
  • Gate count of the mapped netlist: 169
  • Number of warning messages in the yosys log: 1
  • Combined area of all synthesized cells: 0.00329 sq mm
  • Seq cells post-synth: 82
  • Leading cell type by number of instances after synthesis: sky130_fd_sc_hd__edfxtp_1
  • Portion of synthesized cell area occupied by the leading cell type: 0.658
  • Seq/Total Area, Yosys: 0.719
  • Number of standard cells reported by yosys: 169
  • Per-instance average area after synthesis: 19.4 sq um
  • Synth cell count leaders: 72 x sky130_fd_sc_hd__edfxtp_1, 20 x sky130_fd_sc_hd__nor2_1, 16 x sky130_fd_sc_hd__mux4_1, 10 x sky130_fd_sc_hd__dfxtp_1, 9 x sky130_fd_sc_hd__mux2_2
  • Count of flip-flops with a built-in enable after synthesis: 72
  • Area figure in the yosys stat output: 0.00329 sq mm
  • Largest cells by area after synthesis: sky130_fd_sc_hd__edfxtp_1 66%, sky130_fd_sc_hd__mux4_1 13%, sky130_fd_sc_hd__dfxtp_1 6.1%
  • Distinct cell type count after synthesis: 27
  • Cell taking the most area after synthesis: sky130_fd_sc_hd__edfxtp_1
  • Main synth FF type: sky130_fd_sc_hd__edfxtp_1
  • Share of synthesized registers carrying an async set or reset: 0

Routing
  • First-pass detailed-route iteration total: 6
  • Routed vias/inst: 5.02
  • Via count: 1565
  • Residual DRC: 0
  • Ant. Diodes: 0
  • Average detailed-routed wire length per instance: 17.8 um
  • Total Wirelength: 5.55 mm
  • Drt initial violations: 75
  • Antenna viol nets, final: 0

CTS
  • Total setup buffers inserted after CTS: 0
  • CTS Root Cell: sky130_fd_sc_hd__clkbuf_8
  • Number of gates given a new drive strength after cts: 0
  • Insertion delay at the late pin of the worst-skew pair: 0.33 ns
  • Clock tree from TritonCTS: built
  • Post-CTS clock slew at the launch and capture registers of the worst setup and hold paths: 0.08 ns
  • Cts bufs inserted: 9
  • Number of levels in the clock H-tree: 3
  • Number of buffers between clock root and the deepest sink: 2
  • CTS Hold Bufs: 0
  • Number of clock sinks seen by CTS: 82

Global route
  • Global-route met1 utilization: 0.215
  • Initial antenna violation count: 0
  • Sum of overflow across all layers after global routing: 0
  • M2 GR Usage: 0.247
  • First-pass GRT wire length: 8.86 mm
  • Vias in the first global route: 1707
  • GRT Total Usage: 0.153
  • Largest net degree at the start of global routing: 19
  • Layer carrying the most global-route usage: met2
  • Met3 demand-to-capacity share in global routing: 0.0652

Floorplan
  • Core utilization before placement: 0.419
  • IO Pins: 22
  • Die W: 92.7 um
  • Vertical die size: 92.7 um
  • Cell Rows: 32
  • Full die area: 0.00858 sq mm
  • Std-Cell Core Area: 0.00785 sq mm

Pwr
  • Standby leakage power: 1.29 nW
  • Pwr Density: 576 mW/mm^2
  • Power consumption: 0.00221 W
  • Peak supply drop: 0.000229 V

Final timing
  • Fraction of the cycle the final worst path needs: 0.853
  • Setup-failing EPs final: 0
  • Top achievable clock speed: 0.391 GHz
  • Slew at the pin closest to its max-slew limit: 0.772 ns
  • Setup TNS Final: 0 ns
  • Final critical-path required period: 2.56 ns
  • Setup repair after global routing missed its margin: no
  • Final tally of max-slew violations: 0
  • Setup Skew: 0.00684 ns
  • Final hold viol count: 0
  • Relative slew margins: 0.485
  • Fin Hold WS: 0.549 ns

Run
  • Count of tool warnings: 25
  • Max-cap violations: 0

Final layout
  • Signed area change from the synthesized netlist to the final layout: 16.6%
  • Share of post-route cells with drive strength above 1: 0.176

Min path
  • Class of the worst hold path: reg2reg

Place
  • Final HPWL from detailed placement: 3.61 mm
  • Number of buffer cells added on primary ports: 21
  • Routability congestion estimate from global placement: 0.696

Status
  • Run status: completed
==> layout make-up <==
class	instances	area, sq um
multi-input combinational	77	862
clock buffer	11	141
sequential	82	2360
clock inverter	5	30.0
fill	643	4020
inverter	2	7.51
tap	102	128
timing repair buffer	33	300
==> worst min-delay path: cells and delay by family (launching register included) <==
kind / cells / cell delay (ns)
XOR/XNOR: 1 / 0.07
flip-flops: 1 / 0.36
AND/OR/NAND/NOR: 1 / 0.08
==> cells by family after synthesis <==
group | Yosys count | share of synthesized area
muxes | 28 | 0.168
xor gates and xnor gates | 6 | 0.0160
AOI/OAI and AO/OA | 4 | 0.00723
and+or+nand+nor | 33 | 0.0461
DFF | 82 | 0.719
buffers and inverters | 10 | 0.0190
adders and majority gates | 6 | 0.0251
==> layout by cell type (no fill, tap or decap), types with 2 or more instances in the layout <==
cell type and count:
sky130_fd_sc_hd__dfxtp_1 10, sky130_fd_sc_hd__nand2_1 4, sky130_fd_sc_hd__a21oi_1 2, sky130_fd_sc_hd__clkdlybuf4s50_1 21, sky130_fd_sc_hd__buf_4 12, sky130_fd_sc_hd__xnor2_1 3, sky130_fd_sc_hd__clkinv_2 3, sky130_fd_sc_hd__clkbuf_8 10
sky130_fd_sc_hd__inv_1 2, sky130_fd_sc_hd__mux2i_1 3, sky130_fd_sc_hd__edfxtp_1 72, sky130_fd_sc_hd__mux4_1 16, sky130_fd_sc_hd__nor4_1 3, sky130_fd_sc_hd__xor2_1 3, sky130_fd_sc_hd__nor2_1 20, sky130_fd_sc_hd__ha_1 5
sky130_fd_sc_hd__mux2_2 9, sky130_fd_sc_hd__clkinvlp_4 2
==> where the power goes <==
| group | internal (W) | leakage [nW] | total [W] | switching, W |
|---|---|---|---|---|
| registers | 0.00128 | 0.736 | 0.00132 | 0.0000374 |
| logic | 0.000129 | 0.470 | 0.000213 | 0.0000846 |
| clock network | 0.000319 | 0.0851 | 0.000676 | 0.000357 |
| total | 0.00173 | 1.29 | 0.00221 | 0.000479 |
==> layer usage <==
| metal | vias up | share of wire |
|---|---|---|
| li1 | 744 | - |
| met1 | 770 | 0.39 |
| met2 | 46 | 0.52 |
| met3 | 5 | 0.071 |
| met4 | 0 | 0.011 |
| met5 | - | 0 |
==> state kept, by name (all words and copies together) (netlist names) <==
name / flops
r_fifo: 64
o_fifo: 8
r_count: 4
r_read_pointer: 3
r_write_pointer: 3
==> final timing paths <==
kind                            from            endpoint  cells after the start
hold / removal    r_write_pointer[2]  r_write_pointer[2]                      2
setup reg to reg   r_read_pointer[0]           o_fifo[3]                      3
setup / recovery                i_re          r_count[3]                      9
hold reg to reg   r_write_pointer[2]  r_write_pointer[2]                      2
==> through the flow <==
step                std cells  utilization  instance area (sq um)  worst slack [ns]
floorplan                 169            -                   3290             0.944
finish                    312        0.488                   3830             0.441
CTS                       312        0.488                   3830             0.472
global route              312        0.488                   3830             0.312
global placement          296        0.466                   3660             0.290
detailed placement        296        0.466                   3660             0.121
No activity file was given, so power comes from the tool's default toggle rates.
